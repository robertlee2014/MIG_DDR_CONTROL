### design/flow/run.sh
#!/bin/bash
# OpenROAD 26Q1-2900-gdf79404cd8, Yosys 0.63+post, stock flow scripts
make -C /OpenROAD-flow-scripts/flow DESIGN_CONFIG=/design/flow/config.mk WORK_HOME=/design/flow/orfs finish
### design/flow/config.mk
export PLATFORM = sky130hd
export DESIGN_NAME = ddr_arbit
export DESIGN_NICKNAME = ddr_arbit
export VERILOG_FILES = /design/flow/design.v
export SDC_FILE = /design/flow/constraint.sdc
export NUM_CORES = 4
export LEC_CHECK = 1
export CORE_AREA = 10 10 70 70
export DIE_AREA = 0 0 80 80
### design/flow/constraint.sdc
current_design ddr_arbit

set clk_period 1.7
set clk_io_pct 0.2

create_clock -name clk0 -period $clk_period [get_ports {ui_clk}]

set non_clock_inputs [all_inputs -no_clocks]
set_input_delay [expr $clk_period * $clk_io_pct] -clock clk0 $non_clock_inputs
set_output_delay [expr $clk_period * $clk_io_pct] -clock clk0 [all_outputs]
### design/flow/design.v
`timescale 1ns / 1ps
module ddr_arbit(
    input  wire ui_clk,
    input  wire rst,
    input  wire wr_req,
    output wire wr_ack,
    input  wire wr_done,
    input  wire rd_req,
    output wire rd_ack,
    input  wire rd_done
);
parameter IDLE  = 4'b0001;
parameter ARBIT = 4'b0010;
parameter WRITE = 4'b0100;
parameter READ  = 4'b1000;
reg       wr_ack_r;
reg       rd_ack_r;
reg [3:0] state;
assign wr_ack = wr_ack_r;
assign rd_ack = rd_ack_r;
always @(posedge ui_clk) begin
    if (rst) begin
        state <= IDLE;
    end
    else begin
        case (state)
            IDLE:begin
                state <= ARBIT;
            end 
            ARBIT:begin
                if (wr_req) begin
                    state <= WRITE;
                end
                else if (!wr_req && rd_req) begin
                    state <= READ;
                end
            end
            WRITE:begin
                if (wr_done) begin
                    state <= ARBIT;
                end
                else state <= WRITE;
            end
            READ:begin
                if (rd_done) begin
                    state <= ARBIT;
                end
                else state <= READ;
            end
            default: state <= IDLE;
        endcase
    end
end
always @(posedge ui_clk) begin
    if (rst) begin
        wr_ack_r <= 1'b0;
    end
    else if (state == ARBIT && wr_req) begin
        wr_ack_r <= 1'b1;
    end
    else wr_ack_r <= 1'b0;
end
always @(posedge ui_clk) begin
    if (rst) begin
        rd_ack_r <= 1'b0;
    end
    else if (state == ARBIT && !wr_req && rd_req) begin
        rd_ack_r <= 1'b1;
    end
    else rd_ack_r <= 1'b0;
end
endmodule  
==> results.ini <==
[yosys]
ys.warnings.count=1
yosys.area_share.xor_xnor=0
ys_sh_aoi=0.139
yosysSeqAreaShare=0.636
adder_share=0
syn_area_sq_um=189
ys_area_sq_um=189
netlist_instances=16
ys_sh_mux=0
topCombFamilyByArea=simple AND/OR/NAND/NOR gates
top_cells_by_area=dfxtp_1 64%, a21o_1 7.9%, and4bb_2 6.6%
avgSynthCellArea_sq_um=11.8
yosys.area.top_type=dfxtp_1
ys_types=9
yosys_cells=16
top_cell_area_share=0.636
simple_gate_share=0.225
synth_flops=6

[clock_network]
cts_htree_levels=1
cts.reportedPaths.clkPinSlew_ns=0.05
cts_buffer_depth=2
cts_tree=built
clk_latency_ns=0.24
numCtsBuffers=3
cts_setup_buffers=0
clock_sinks=6
cts_root_buf=clkbuf_4
cts_hold_buf=0
ctsResizeCount=0

[floorplanning]
rows=21
die_area_sq_um=6400
io_pins=8
die_w_microns=80
fp.dieH_microns=80
core_sq_um=3420
fp_util=0.0553

[setup_path]
arrival_ns=1.02
r2r_slack_ns=0.79
required_ns=1.36
worstPathCellList=clkdlybuf4s50_1
cp_max_fo=1
start_kind=flip-flop
cp-end-kind=output port
cpMaxStageDelayCell=clkdlybuf4s50_1
criticalPathCategory=reg2out
cp_slowest_stage_delay_ns=0.47
cp_top_family=buffers and inverters
path_buffers=1

[sta]
fmax_mhz=736
period_minus_slack_ns=1.36
max_slew_margin=0.873
tns_ns=0
finalSetupViolations=0
whs_ns=0.449
period_used_share=0.800
rsz0062_at_grt=false
drv_slew=0
setup_slack_ns=0.341
tightest_slew_ns=0.190
final-hold-violation-count=0
fin_skew_ns=0.00453

[drt]
dr.pass1.iters=4
drt_wl_total_microns=540
ant_nets=0
antenna_cells=0
wl_per_cell_microns=7.50
drcViolationCount=0
drt_iter0_drc=1
vias_per_cell=2.15
dr_total_vias=155

[cells_and_area]
fillerInstances=399
drive_above_1_share=0.192
area_delta_synth_final_pct=79.5
regArea_sq_um=120
stdcell_area_sq_um=339
instances_no_fill=72
final-comb-area_sq_um=68.8

[min_path]
hold_class=reg2reg

[flow_run]
drv_cap=0
warnings=25

[power]
peakVddDrop_mv=0.153
p_leak_nw=0.131
pwr_density_cell_nw_per_um2=898

[placement]
dp.cells=69
port-buffer-count=7
gp_congestion=0.643
placed_cell_area_sq_um=317
pre_cts_slack_ns=0.260

[global_route]
grt-ovfl-total=0
antenna_found_initial=0
grt_pass1_vias=181
grt_pass1_wl_microns=903
grt_max_degree=7
grt_usage=0.0199

[outcome]
status=finished clean

==> where the power goes <==
part           switching [mW]  leakage, nW  internal (mW)
sequential            0.00241       0.0493          0.147
combinational         0.00738       0.0674         0.0170
clock                  0.0507       0.0138         0.0798
total                  0.0605        0.131          0.244
==> final cells by class <==
class / instances / area share
tap: 46 / 0.170
timing repair buffer: 7 / 0.207
sequential: 6 / 0.354
multi-input combinational: 10 / 0.203
clock buffer: 3 / 0.0664
==> cells by family after synthesis <==
group              Yosys count
and+or+nand+nor              6
DFF                          6
AOI/OAI and AO/OA            4
==> per-stage QoR <==
stage	total power [mW]	util
after detailed placement	0.176	0.0927
after global placement	0.175	0.0927
after floorplan	0.158	-
after global routing	0.325	0.0993
final	0.305	0.0993
after CTS	0.309	0.0993
==> synth_stat cells <==
master    count
a21oi_1       1
or3b_1        1
a31oi_1       1
a21o_1        2
and3b_2       1
nand2_1       1
and4bb_2      1
dfxtp_1       6
nor2_1        2
==> sequential cells by signal, indices dropped and copies added (netlist names) <==
name	cells
state	4
rd_ack_r	1
wr_ack_r	1
==> routing by layer <==
layer / part of all wire / track usage / up-vias
met3: 0.39 / 0.0398 / 0
met1: 0.41 / 0.0193 / 61
met2: 0.20 / 0.0169 / 15
met5: 0 / 0 / -
met4: 0 / 0.00176 / 0
li1: - / - / 79
==> final timing paths <==
| kind | startpoint | endpoint | cells past startpoint |
|---|---|---|---|
| hold / removal | state[2] | state[2] | 1 |
| setup reg to reg | state[3] | state[3] | 2 |
| hold reg to reg | state[2] | state[2] | 1 |
| setup / recovery | rd_ack_r | rd_ack | 1 |
==> layout by cell type (no fill, tap or decap) <==
master and instances:
clkdlybuf4s50_1 7, dfxtp_1 6, clkbuf_4 3, nor2_1 2
a21o_1 2, and4bb_2 1, and3b_2 1, nand2_1 1
or3b_1 1, a21oi_1 1, a31oi_1 1
Power figures rest on the tool's default switching activity, not on a simulated workload.
