### flow/config.mk
export PLATFORM = sky130hd
export DESIGN_NAME = ddr_rd_ctrl
export DESIGN_NICKNAME = ddr_rd_ctrl
export VERILOG_FILES = /design/flow/design.v
export SDC_FILE = /design/flow/constraint.sdc
export NUM_CORES = 4
export LEC_CHECK = 1
export CORE_AREA = 10 10 259 259
export DIE_AREA = 0 0 269 269
### flow/constraint.sdc
current_design ddr_rd_ctrl

set clk_period 4.5
set clk_io_pct 0.2

create_clock -name clk0 -period $clk_period [get_ports {ui_clk}]

set non_clock_inputs [all_inputs -no_clocks]
set_input_delay [expr $clk_period * $clk_io_pct] -clock clk0 $non_clock_inputs
set_output_delay [expr $clk_period * $clk_io_pct] -clock clk0 [all_outputs]
### flow/design.v
`timescale 1ns / 1ps
module ddr_rd_ctrl(
    input  wire         ui_clk,
    input  wire         rst,
    input  wire         rd_start,
    output wire         rd_req,
    input  wire         rd_ack,
    output wire         rd_done,
    output wire         rd_busy,
    output wire [2:0]   app_cmd,
    output wire         app_en,
    output wire [28:0]  app_addr,
    input  wire         app_rdy,
    input  wire         app_rd_data_vld,
    input  wire [255:0] app_rd_data,
    output wire         rd_ddr_data_vld,
    output wire [255:0] rd_ddr_data
);
parameter IDLE        = 3'b001;
parameter RD_REQ      = 3'b010;
parameter READ        = 3'b100;
parameter TOTAL_PIXEL = 1024*768 - 8;
parameter BURST_LEN   = 64-1;
reg  [2:0]   state;
reg  [9:0]   cnt_data;
wire         add_cnt_data;
wire         end_cnt_data;
reg  [9:0]   cnt_cmd;
wire         add_cnt_cmd;
wire         end_cnt_cmd;
reg          app_en_r;
reg  [28:0]  app_addr_r;
reg          rd_done_r;
reg          rd_req_r;
reg          rd_ddr_data_vld_r;
reg  [255:0] rd_ddr_data_r;
assign app_cmd         = 3'b001;
assign app_en          = app_en_r;
assign app_addr        = app_addr_r;
assign rd_done         = rd_done_r;
assign rd_busy         = state == READ;
assign rd_req          = rd_req_r;
assign rd_ddr_data     = rd_ddr_data_r;
assign rd_ddr_data_vld = rd_ddr_data_vld_r;
always @(posedge ui_clk) begin
    if (rst) begin
        state <= IDLE;
    end
    else begin
        case (state)
            IDLE:begin
                if (rd_start) state <= RD_REQ;
                else state <= IDLE;
            end 
            RD_REQ:begin
                if (rd_ack) state <= READ;
                else state <= RD_REQ;
            end
            READ:begin
                if (end_cnt_cmd) state <= IDLE;
                else state <= READ;
            end
            default: state <= IDLE;
        endcase
    end
end
always @(posedge ui_clk) begin
    if (rst) begin
        cnt_data <= 0;
    end
    else if (add_cnt_data) begin
        if (end_cnt_data) cnt_data <= 0;
        else cnt_data <= cnt_data + 1'b1;
    end
end
assign add_cnt_data = app_rd_data_vld;
assign end_cnt_data = add_cnt_data && cnt_data == BURST_LEN;
always @(posedge ui_clk) begin
    if (rst) begin
        app_en_r <= 1'b0;
    end
    else if (end_cnt_cmd) begin
        app_en_r <= 1'b0;
    end
    else if (state == RD_REQ && rd_ack) begin
        app_en_r <= 1'b1;
    end
end
always @(posedge ui_clk) begin
    if (rst) begin
        cnt_cmd <= 0;
    end
    else if (add_cnt_cmd) begin
        if (end_cnt_cmd) begin
            cnt_cmd <= 0;
        end
        else cnt_cmd <= cnt_cmd + 1'b1;
    end
end
assign add_cnt_cmd = app_rdy & app_en_r;
assign end_cnt_cmd = add_cnt_cmd && cnt_cmd == BURST_LEN;
always @(posedge ui_clk) begin
    if (rst) begin
        app_addr_r <= 0;
    end
    else if (app_addr_r == TOTAL_PIXEL && app_en_r && app_rdy) begin
        app_addr_r <= 'd0;
    end
    else if (app_en_r && app_rdy) begin
        app_addr_r <= app_addr_r + 'd8;
    end
end
always @(posedge ui_clk) begin
    if (rst) begin
        rd_done_r <= 1'b0;
    end
    else if (end_cnt_cmd) begin
        rd_done_r <= 1'b1;
    end
    else rd_done_r <= 1'b0;
end
always @(posedge ui_clk) begin
    if (rst) begin
        rd_req_r <= 1'b0;
    end
    else if (rd_ack) begin
        rd_req_r <= 1'b0;
    end
    else if (state == IDLE && rd_start) begin
        rd_req_r <= 1'b1;
    end
end
always @(posedge ui_clk) begin
    if (rst) begin
        rd_ddr_data_r     <= 'd0;
        rd_ddr_data_vld_r <= 1'b0;
    end
    else begin
        rd_ddr_data_r     <= app_rd_data;
        rd_ddr_data_vld_r <= app_rd_data_vld;
    end
end
endmodule  
### flow/run.sh
#!/bin/bash
# OpenROAD 26Q1-2900-gdf79404cd8, Yosys 0.63+post, stock flow scripts
make -C /OpenROAD-flow-scripts/flow DESIGN_CONFIG=/design/flow/config.mk WORK_HOME=/design/flow/orfs finish
==> results_slide.txt <==
Key Metrics from the Run

Status
  • Status: finished, final reports clean

Detailed routing
  • Final wirelength: around 37 mm
  • Via/cell ratio: 3.34
  • Drt wl/cell: 16.6 um
  • DR iter-0 viols: 225
  • Antenna Nets Post-Route: 0
  • Drt drc: 0
  • Vias: 7356
  • DR pass1 iterations: 4

Final timing
  • Fin crit share: 62.4%
  • Final Hold Viols: 0
  • RSZ-0062 raised after global routing: false
  • Clock Skew: 5.58 ps
  • Slew @ Worst Pin: 850 ps
  • Slew HR: 43.0%
  • Pins over their slew limit: 0
  • Final setup viols: 0
  • Max Fclk: 0.356 GHz
  • Setup TNS Final: 0 ps
  • Final min period: 2810 ps

Clocking
  • Num Clock Sinks: 299
  • Reg clk slew, reported paths: 50 ps
  • Latency at later pin: approximately 530 ps
  • Post-cts resize count: 0
  • # Post-CTS Setup Buffers: 0
  • CTS tree: done
  • TritonCTS Buffers: 36
  • Clk Tree Root Cell: clkbuf_16
  • Max clock buf depth: 3
  • Hold Buf Count CTS: 0
  • H-tree depth: 2

Worst setup path
  • Worst setup path start: app_rdy
  • WP depth: 6
  • Crit path kind: primary input to flop
  • R2R setup slack: between 2000 and 2500 ps
  • Slowest Stage Delay on Critical Path: 690 ps
  • Critical path endpoint: app_addr_r[8]
  • Reg-to-reg endpoint: app_addr_r[8]
  • Origin of the critical flop-to-flop path: app_addr_r[3]
  • Startpoint types: primary input
  • Worst path cell trace: clkdlybuf4s50_1, and4_1, nand4_1, o21ai_1, buf_4, nor2_1
  • WP buf/inv: 2
  • Critical path endpoint category: flop
  • CP Max Fanout: 13
  • Register-to-Register Path Depth: 6
  • Worst path arrival time: 3230 ps
  • CP max-delay cell: o21ai_1
  • Delay-heaviest family, CP: buffers and inverters
  • CP Data Required Time: 4920 ps

Power
  • Power Total: 6.43 mW
  • Pwr/cell area: just under 400 mW/mm^2
  • Sequential power share: 43.7%
  • Switching part of the total power: 21.2%
  • Psw: 1.37 mW
  • Pleak: 6.02 nW
  • Peak supply drop: 0.275 mV
  • Power Internal: 5.07 mW
  • Clock power frac: between 40% and 50%
  • Logic pwr share: 9.3%

Floorplan
  • Total die area: approximately 0.072 mm^2
  • Init Core Util: 14.5%
  • Die Ht: 269 um
  • Core area: 0.0616 mm^2
  • I/O pin count: between 500 and 600
  • Rows: 91
  • Die width: 269 um

Logic synthesis
  • Cell count after synthesis: 785
  • Avg Inst Size Synth: between 10 and 15 um^2
  • Synthesized cell area: 0.00891 mm^2
  • Cell total in the yosys stat output: roughly 790
  • Largest cells by area: dfxtp_1 67%, nor2b_1 18%, clkbuf_1 1.3%
  • Yosys cell types: 40
  • Synth Seq Share: 67.2%
  • Ys flops: 299
  • Yosys stat area: 0.00891 mm^2
  • Synth area leader: dfxtp_1
  • Synth top area share: 67.2%
  • Synth warn: 1

Placed design
  • Gpl congestion: around 0.85
  • Port bufs: 548
  • Post-DP HPWL: 28.6 mm

Final layout
  • Fill count: around 6300
  • Area Overhead vs Synth: 85.5%
  • Layout cells sized above 1: 5.35%

Global route
  • All-Layer GR Usage: a little under a tenth
  • Largest net degree at the start of global routing: 85
  • First-pass GRT wire length: 50.8 mm
  • Global route overflow: 0
  • Vias in the first global route: 7554
  • Initial antenna violation count: 12

Run
  • Max cap viols: 0
  • Stage-log warning count: 25

Min path
  • Worst Hold Class: flop to flop
-- cells in the final DEF, fill, tap and decap left out, types with 3 or more instances in the layout --
cell type        instances
dfxtp_1                299
and4_2                   3
clkbuf_8                 7
buf_4                    4
o21ai_0                 10
clkinvlp_4               3
and3_1                   4
nor2b_1                258
nor2_1                  27
clkbuf_16               37
and4_1                   4
nor3_1                   6
xnor2_1                  9
a21oi_1                 17
nor4_1                   7
inv_1                    4
and2_1                   5
or3_1                    4
nand3_1                 16
xor2_1                  11
bufinv_16                4
nand4_1                 10
nand2_1                 21
clkinv_2                 4
or4_1                    5
conb_1                   6
clkbuf_1                 6
clkdlybuf4s50_1        547
-- cells in the mapped netlist (all sizes together) --
library cell	n
or4	5
a21oi	18
nand2	21
or2	1
and4	7
nand3	16
dfxtp	299
nand2b	2
or3	6
o221ai	1
buf	11
nor2b	258
or4b	2
nand4	11
xor2	11
o31ai	2
o21ai	11
and2	6
nor3	6
a31oi	1
xnor2	9
conb	2
clkbuf	30
nand4b	2
o41ai	1
nor4	7
inv	4
nor2	27
a22oi	2
and3	4
ha	2
-- registers in the layout (all words and copies together) (netlist names) --
register / flops
rd_ddr_data_r: 256
app_addr_r: 26
cnt_cmd: 10
state: 3
app_en_r: 1
rd_ddr_data_vld_r: 1
rd_done_r: 1
rd_req_r: 1
-- final cells by class --
type | instances | area [um^2] | area share, %
well taps | 837 | 1050 | 6.34
clock buffers | 49 | 1030 | 6.24
diodes | 2 | 5.00 | 0.0303
repair buffers | 552 | 5520 | 33.4
inverters | 4 | 15.0 | 0.0909
clock inverters | 15 | 198 | 1.20
multi-input cells | 445 | 2720 | 16.5
flip-flops and latches | 299 | 5990 | 36.2
-- kinds of logic after synthesis --
group | synth area share [%]
fa+ha+maj | 0.281
xor+xnor | 1.97
compound gates | 2.28
flops | 67.2
buf+inv | 2.37
simple gates | 25.8
other cells | 0.0843
-- stage by stage --
step | worst slack (ps) | hold slack, ps | utilization [%] | cells | cell area [um^2]
final | 1690 | 485 | 26.8 | 2203 | 16500
after global routing | 1610 | 505 | 26.8 | 2201 | 16500
after CTS | 1780 | 484 | 26.8 | 2201 | 16500
after detailed placement | 1190 | 475 | 24.8 | 2137 | 15300
after global placement | 1260 | 467 | 24.8 | 2137 | 15300
after floorplan | 2330 | 452 | - | 789 | 8920
-- worst min-delay path by stage --
stage                 cells after the start  slack [ps]       start         end
final                                     2         490  cnt_cmd[1]  cnt_cmd[1]
after CTS                                 2         480  cnt_cmd[1]  cnt_cmd[1]
after global routing                      2         500    state[0]    state[2]
-- power groups by stage --
stage                 Sequential [mW]  Combinational (mW)  Clock [mW]
final                            2.81               0.600        3.02
after global routing             2.83               0.652        3.25
after CTS                        2.82               0.619        3.15
-- per-layer routing --
layer  track usage [%]  part of all wire, %  up-vias  routed length [um]
li1                  -                    -     3607                   -
met1              11.3                   37     3348               13500
met2              15.5                   48      325               17600
met3              4.84                   13       62                4590
met4              1.94                  2.2       14                 788
met5                 0                 0.21        -                  78
-- tightest hold or removal path, stage by stage (launching register included) --
cell     delay (ps)
dfxtp_1         320
nand2_1          60
a21oi_1          60
Power is estimated from default activity; no workload was simulated.
